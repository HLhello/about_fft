==> flow/design.v <==
`timescale 1ns / 1ps 
module radix_2(
  clk,
  rst,
  ce,
  dina_r,
  dina_i,
  dinb_r,
  dinb_i,
  douta_r,
  douta_i,
  doutb_r,
  doutb_i
    );
input clk,rst;
input ce;
input [15:0] dina_r,dina_i;
input signed[15:0] dinb_r,dinb_i;
output reg signed[15:0]douta_r,douta_i;
output reg signed[15:0]doutb_r,doutb_i;
reg signed[15:0]dina_r_reg[0:8],dina_i_reg[0:8];
reg signed[15:0]dina_r_reg1,dina_i_reg1;
reg signed[16:0]douta_r_reg,douta_i_reg;
reg signed[16:0]doutb_r_reg,doutb_i_reg;
always@(posedge clk or negedge rst) 
  if(!rst)begin
    dina_r_reg[0]<=16'd0;
    dina_i_reg[0]<=16'd0;
  end
  else begin
    dina_r_reg[0]<=dina_r;
    dina_i_reg[0]<=dina_i;   
  end
generate
    genvar i;
    for(i=1;i<=8;i=i+1)
        begin:din_r
            always@(posedge clk or negedge rst) 
              if(!rst)
                dina_r_reg[i]<=16'd0;
              else begin
                dina_r_reg[i]<=dina_r_reg[i-1];
                dina_i_reg[i]<=dina_i_reg[i-1];
              end
       end
endgenerate
always@(posedge clk or negedge rst) 
  if(!rst)begin
     dina_r_reg1<=16'd0;
     dina_i_reg1<=16'd0;
  end
  else begin
     dina_r_reg1<=dina_r_reg[8]; 
     dina_i_reg1<=dina_i_reg[8]; 
  end
always@(posedge clk or negedge rst) 
  if(!rst)begin
     douta_r_reg<=17'd0;
     douta_r_reg<=17'd0;
  end
  else begin
     douta_r_reg<=dina_r_reg1+dinb_r;
     douta_i_reg<=dina_i_reg1+dinb_i;    
  end 
always@(posedge clk or negedge rst) 
  if(!rst)begin
     doutb_r_reg<=17'd0;
     doutb_i_reg<=17'd0;
  end
  else begin
     doutb_r_reg<=dina_r_reg1-dinb_r;
     doutb_i_reg<=dina_i_reg1-dinb_i;    
  end 
always@(posedge clk or negedge rst) 
  if(!rst)begin
     douta_r<=16'd0;
	 douta_i<=16'd0;
	 doutb_r<=16'd0;
	 doutb_i<=16'd0;
  end
  else begin
     douta_r<=douta_r_reg[16:1];
	 douta_i<=douta_i_reg[16:1];
	 doutb_r<=doutb_r_reg[16:1];
	 doutb_i<=doutb_i_reg[16:1];
  end
endmodule
==> flow/run.sh <==
#!/bin/bash
# OpenROAD 26Q1-2900-gdf79404cd8, Yosys 0.63+post, stock flow scripts
make -C /OpenROAD-flow-scripts/flow DESIGN_CONFIG=/design/flow/config.mk WORK_HOME=/design/flow/orfs finish
==> flow/config.mk <==
export PLATFORM = sky130hd
export DESIGN_NAME = radix_2
export DESIGN_NICKNAME = radix_2
export VERILOG_FILES = /design/flow/design.v
export SDC_FILE = /design/flow/constraint.sdc
export NUM_CORES = 4
export LEC_CHECK = 1
export CORE_UTILIZATION = 50
==> flow/constraint.sdc <==
current_design radix_2

set clk_period 7.8
set clk_io_pct 0.2

create_clock -name clk0 -period $clk_period [get_ports {clk}]

set non_clock_inputs [all_inputs -no_clocks]
set_input_delay [expr $clk_period * $clk_io_pct] -clock clk0 $non_clock_inputs
set_output_delay [expr $clk_period * $clk_io_pct] -clock clk0 [all_outputs]
==> report_table.html <==
<!-- implementation run metrics -->
<table>
<tr><th>Metric</th><th>Value</th></tr>
<tr><th colspan="2">Synth</th></tr>
<tr><td>Ao+oa area frac</td><td>6.86%</td></tr>
<tr><td>Number of synthesized flops with an enable pin</td><td>144</td></tr>
<tr><td>Dominant cell type by area after synthesis</td><td>dfrtp_1</td></tr>
<tr><td>Share of synthesized cell area in and, or, nand and nor gates</td><td>4.32%</td></tr>
<tr><td>Multiplexer share of the synthesized area</td><td>0.0734%</td></tr>
<tr><td>Register area share after synthesis</td><td>77.8%</td></tr>
<tr><td>Adder and majority gate portion of the synthesized area</td><td>5.42%</td></tr>
<tr><td>Number of warning messages in the yosys log</td><td>3</td></tr>
<tr><td>Cell Area, Synth</td><td>15,300 sq um</td></tr>
<tr><td>Most common library cells after synthesis</td><td>304 x dfrtp_1, 144 x edfxtp_1, 66 x inv_1, 60 x ha_1, 46 x nor2_1</td></tr>
<tr><td>Leading post-synthesis cells by cell area</td><td>dfrtp_1 50%, edfxtp_1 28%, ha_1 4.9%</td></tr>
<tr><td>Ys flops</td><td>448</td></tr>
<tr><td>Number of cell instances after yosys synthesis</td><td>924</td></tr>
<tr><td>Mean instance size in the synthesized netlist</td><td>16.6 sq um</td></tr>
<tr><td>Share of flip-flops with an asynchronous set or reset</td><td>67.9%</td></tr>
<tr><td>Share of the synthesized area in the top cell type</td><td>49.6%</td></tr>
<tr><td>Xor and xnor area share after synthesis</td><td>2.74%</td></tr>
<tr><td>Number of different library cells in the post-synthesis netlist</td><td>74</td></tr>
<tr><td>Most frequently used cell type in the post-synthesis netlist</td><td>dfrtp_1</td></tr>
<tr><td>Post-synthesis chip area from yosys</td><td>15,300 sq um</td></tr>
<tr><td>Synth Instances</td><td>924</td></tr>
<tr><td>Dominant comb cell</td><td>AND-OR/OR-AND gates</td></tr>
<tr><td>Predominant post-synthesis flop cell</td><td>dfrtp_1</td></tr>
<tr><th colspan="2">Timing</th></tr>
<tr><td>RSZ-0062 raised after global routing</td><td>false</td></tr>
<tr><td>Number of hold violations in the final report</td><td>0</td></tr>
<tr><td>Final cycle utilization of the critical path</td><td>49.0%</td></tr>
<tr><td>Worst clock skew on the final layout</td><td>0.0142 ns</td></tr>
<tr><td>Slew HR</td><td>51.0%</td></tr>
<tr><td>Total negative setup slack</td><td>0 ns</td></tr>
<tr><td>Highest clock frequency the design can meet</td><td>262 MHz</td></tr>
<tr><td>Final critical-path required period</td><td>3.82 ns</td></tr>
<tr><td>Worst Slack Setup Final</td><td>3.98 ns</td></tr>
<tr><td>Final setup fails</td><td>0</td></tr>
<tr><td>Slew at the pin closest to its max-slew limit</td><td>0.735 ns</td></tr>
<tr><td>Slew Viols, Final</td><td>0</td></tr>
<tr><th colspan="2">Worst setup path</th></tr>
<tr><td>Reg-to-reg critical path endpoint</td><td>douta_i_reg[13]</td></tr>
<tr><td>Required time worst endpoint</td><td>8.07 ns</td></tr>
<tr><td>Crit path launch type</td><td>primary input</td></tr>
<tr><td>Endpoint arrival time on the critical path</td><td>4.10 ns</td></tr>
<tr><td>Max Fanout on Critical Path</td><td>12</td></tr>
<tr><td>Worst Setup End Kind</td><td>register</td></tr>
<tr><td>Depth of the most critical reg-to-reg path</td><td>7</td></tr>
<tr><td>Worst reg2reg startpoint</td><td>dina_i_reg1[8]</td></tr>
<tr><td>Reg2reg setup slack</td><td>5.20 ns</td></tr>
<tr><td>Critical path class</td><td>primary input to register</td></tr>
<tr><th colspan="2">Detailed routing</th></tr>
<tr><td>DRC violations left</td><td>0</td></tr>
<tr><td>Total iterations of the first detailed-routing run</td><td>4</td></tr>
<tr><td>Avg Vias per Cell</td><td>4.86</td></tr>
<tr><td>Number of nets still failing antenna checks after routing</td><td>0</td></tr>
<tr><td>Total Routed Length</td><td>22,800 microns</td></tr>
<tr><td>Violation tally from detailed-route iteration zero</td><td>539</td></tr>
<tr><td>Routed len/inst</td><td>15.1 microns</td></tr>
<tr><td>Via total after detailed routing</td><td>7,329</td></tr>
<tr><th colspan="2">Die</th></tr>
<tr><td>Floorplan die width</td><td>177 microns</td></tr>
<tr><td>Vertical die dimension</td><td>177 microns</td></tr>
<tr><td>Area of the chip</td><td>31,400 sq um</td></tr>
<tr><td>Effective utilization at floorplan</td><td>51.3%</td></tr>
<tr><td>Total core area</td><td>29,900 sq um</td></tr>
<tr><td>Io pins</td><td>131</td></tr>
<tr><td>Rows</td><td>63</td></tr>
<tr><th colspan="2">Global route</th></tr>
<tr><td>Vias in the first global route</td><td>7,059</td></tr>
<tr><td>Maximum number of pins on one net before global-route repair</td><td>123</td></tr>
<tr><td>Overall Global Routing Usage</td><td>16.6%</td></tr>
<tr><td>Global-route congestion overflow total</td><td>0</td></tr>
<tr><td>Wire length of the first global-routing pass</td><td>37,200 microns</td></tr>
<tr><td>Initial antenna violation count</td><td>3</td></tr>
<tr><th colspan="2">Clocking</th></tr>
<tr><td>Clock sink total</td><td>448</td></tr>
<tr><td>Clock transition time at the flip-flop clock pins of the worst setup and hold paths</td><td>0.06 ns</td></tr>
<tr><td>Hold Buf Count CTS</td><td>0</td></tr>
<tr><td>Clock tree from TritonCTS</td><td>done</td></tr>
<tr><td>Post-CTS repair timing setup buffer count</td><td>0</td></tr>
<tr><td>Number of buffers created by CTS</td><td>44</td></tr>
<tr><td>Maximum clock insertion buffer count</td><td>3</td></tr>
<tr><td>H-Tree Level Count</td><td>2</td></tr>
<tr><td>Clk latency late pin</td><td>0.54 ns</td></tr>
<tr><td>Buffer cell driving the clock tree root</td><td>clkbuf_16</td></tr>
<tr><td>Cts repair resizes</td><td>0</td></tr>
<tr><th colspan="2">Place</th></tr>
<tr><td>Minimum setup slack after placement</td><td>3.42 ns</td></tr>
<tr><td>Placement Cell Area</td><td>17,000 sq um</td></tr>
<tr><td>Buffers on Ports</td><td>129</td></tr>
<tr><td>Half-perimeter wire length after placement</td><td>14,200 microns</td></tr>
<tr><td>Routability-driven placement congestion ratio</td><td>0.843</td></tr>
<tr><th colspan="2">Layout</th></tr>
<tr><td>Post-Layout Inst Area</td><td>18,500 sq um</td></tr>
<tr><td>Fill cells</td><td>2,175</td></tr>
<tr><td>Fraction of final layout cells with drive strength greater than 1</td><td>8.69%</td></tr>
<tr><td>Layout-stage area growth over the synthesis result</td><td>20.5%</td></tr>
<tr><th colspan="2">Job</th></tr>
<tr><td>Warning total across the stage logs</td><td>59</td></tr>
<tr><td>Max-capacitance violation count</td><td>0</td></tr>
<tr><th colspan="2">Min path</th></tr>
<tr><td>Worst Min Path Start</td><td>dina_i_reg[8][3]</td></tr>
<tr><td>Hold Path Class</td><td>register to register</td></tr>
<tr><td>Hold path depth</td><td>0</td></tr>
<tr><td>Hold EP</td><td>dina_i_reg1[3]</td></tr>
<tr><th colspan="2">Pwr</th></tr>
<tr><td>Power density normalized to cell area</td><td>283 nW/um^2</td></tr>
<tr><td>Peak VDD IR</td><td>0.000342 V</td></tr>
<tr><td>Leakage power of the design</td><td>7.76 nW</td></tr>
<tr><th colspan="2">Status</th></tr>
<tr><td>Status</td><td>complete, no violations</td></tr>
</table>
cells in the final DEF (no fill, tap or decap), drive strengths merged, types with 8 or more instances in the layout:
cell type,count
dfrtp,304
edfxtp,144
clkdlybuf4s50,128
inv,73
ha,60
clkbuf,60
nor2,46
a21oi,44
xnor2,41
nand2,17
clkinv,15
o21ai,14
nor3,13
a21o,12
nand2b,8
nor2b,8
nor4,8
cells by family after synthesis:
family,Yosys count
flops,448
buf+inv,92
xor+xnor,48
mux,1
simple gates,128
compound gates,143
fa+ha+maj,64
cell type report:
class                           count  area, sq um  area share (%)
Sequential cell                   448        11900            64.6
Multi-Input combinational cell    384         2980            16.1
Timing Repair Buffer              135         1350            7.33
Clock buffer                       60         1270            6.90
Tap cell                          390          488            2.64
Inverter                           68          255            1.38
Clock inverter                     21          191            1.04
Antenna cell                        1         2.50          0.0135
stage by stage:
stage | cells | hold slack (ns) | utilization [%] | power (W)
6_report | 1507 | 0.337 | 61.8 | 0.00522
5_1_grt | 1506 | 0.347 | 61.8 | 0.00547
4_1_cts | 1506 | 0.340 | 61.8 | 0.00531
3_5_place_dp | 1425 | 0.334 | 56.9 | 0.00322
3_3_place_gp | 1425 | 0.331 | 56.9 | 0.00321
2_1_floorplan | 924 | 0.331 | - | 0.00294
power by group:
part | internal (W) | leakage, nW | switching, W
combinational | 0.000243 | 2.08 | 0.000219
sequential | 0.00265 | 4.95 | 0.0000600
clock | 0.00120 | 0.730 | 0.000857
how the worst max path moves through the flow:
stage         startpoint               to  cells past startpoint  slack (ns)
CTS            dinb_i[9]  douta_i_reg[13]                      9        4.00
finish         dinb_i[9]  douta_i_reg[13]                      9        3.98
global route   dinb_i[9]  douta_i_reg[13]                      9        3.83
critical path: stages:
cell,delay (ns)
clkdlybuf4s50_1,0.53
inv_1,0.06
ha_1,0.47
nor4_1,0.53
nand2_1,0.11
a21oi_1,0.30
nor3_1,0.09
o31a_1,0.30
xnor2_1,0.14
per-layer routing:
| layer | routed length (microns) | up-vias | global-route usage (%) |
|---|---|---|---|
| met2 | 9010 | 191 | 20.3 |
| met1 | 11700 | 3533 | 33.1 |
| met5 | 8 | - | 0 |
| met4 | 606 | 2 | 3.84 |
| li1 | - | 3556 | - |
| met3 | 1460 | 47 | 3.77 |
Power figures rest on the tool's default switching activity, not on a simulated workload.
