==> ./design.v <==
`timescale 1ns / 1ps
module fft_128_ctr(
clk,
rst,
ce,
ce_r,
ce_r1,
dina_r,
dina_i,
dinb_r,
dinb_i,
douta_r_reg,
douta_i_reg,
doutb_r_reg,
doutb_i_reg,
oe,
data,
ram_out,
din,
dout
    );
input clk;
input rst;
input ce;
input [31:0]din;
input signed[15:0]douta_r_reg,douta_i_reg;
input signed[15:0]doutb_r_reg,doutb_i_reg;
output reg oe;
output reg[31:0]dout;
reg clk_en;
output reg ce_r,ce_r1;
reg [10:0] count;
reg [31:0]din_r;
reg [31:0]din_reg;
output reg [31:0]data;
output reg signed[15:0]dina_r,dina_i; 
output reg signed[15:0]dinb_r,dinb_i; 
wire signed[15:0]douta_r_reg,douta_i_reg;
wire signed[15:0]doutb_r_reg,doutb_i_reg;
input [31:0] ram_out;
wire [31:0] douta_reg,doutb_reg;
wire oe_r;
assign oe_r=( (count>=11'd1026 && count<11'd1154) );
assign douta_reg={douta_r_reg,douta_i_reg};
assign doutb_reg={doutb_r_reg,doutb_i_reg};
always@(posedge clk or negedge rst)
    if(!rst)
        clk_en<=1'b1;
    else if(ce_r)
       clk_en<=~clk_en; 
    else 
       clk_en<=1'b1;
always@(posedge clk or negedge rst)
	if(!rst)
		ce_r<=1'b0;
	else if(ce==1'b1)
		ce_r<=1'b1;
	else if(count==11'd1155)
		ce_r<=1'b0; 
always@(posedge clk or negedge rst)
	if(!rst)
		ce_r1<=1'b0;
	else if(count>11'd130)
		ce_r1<=1'b1;
	else
		ce_r1<=1'b0; 
always@(posedge clk or negedge rst)
	if(!rst)
		oe<=1'b0;
	else if( oe_r )
		oe<=1'b1;
	else
		oe<=1'b0;
always@(posedge clk or negedge rst)
    if(!rst)
        count<=11'd0;
    else if(ce_r)
        count<=count+1'b1;
    else 
		count<=11'd0;
always@(posedge clk or negedge rst)
	if(!rst)begin
		dina_r<=16'd0;
		dina_i<=16'd0;
		dinb_r<=16'd0;
		dinb_i<=16'd0;
	end
	else if(clk_en==1'b1) begin
		dina_r<=ram_out[31:16];
		dina_i<=ram_out[15:0];
	end
	else if(clk_en==1'b0) begin
		dinb_r<=ram_out[31:16];
		dinb_i<=ram_out[15:0];
	end
	else begin
		dina_r<=16'd0;
		dina_i<=16'd0;
		dinb_r<=16'd0;
		dinb_i<=16'd0;
	end
always@(posedge clk or negedge rst)
	if(!rst)
		din_r<=32'd0;
	else
		din_r<=din;
always@(posedge clk or negedge rst)
	if(!rst)
		din_reg<=32'd0;
	else
		din_reg<=din_r;
always@(posedge clk or negedge rst)
	if(!rst)
		data<=32'd0;
	else if( count<=11'd64 )
		data<=din_reg;
	else if( count<=11'd128 )
		data<=32'd0;
	else if( clk_en==1'b0) 
		data<=douta_reg;
	else if( clk_en==1'b1) 
		data<=doutb_reg;
always@(posedge clk or negedge rst)
  if(!rst)
      dout <= 32'd0;
  else if( oe_r ) 
      dout <= ram_out;
  else 
	  dout <= 32'd0;
endmodule
==> ./run.sh <==
#!/bin/bash
# OpenROAD 26Q1-2900-gdf79404cd8, Yosys 0.63+post, stock flow scripts
make -C /OpenROAD-flow-scripts/flow DESIGN_CONFIG=/design/flow/config.mk WORK_HOME=/design/flow/orfs finish
==> ./config.mk <==
export PLATFORM = sky130hd
export DESIGN_NAME = fft_128_ctr
export DESIGN_NICKNAME = fft_128_ctr
export VERILOG_FILES = /design/flow/design.v
export SDC_FILE = /design/flow/constraint.sdc
export NUM_CORES = 4
export LEC_CHECK = 1
export CORE_UTILIZATION = 40
==> ./constraint.sdc <==
current_design fft_128_ctr

set clk_period 3.6
set clk_io_pct 0.2

create_clock -name clk0 -period $clk_period [get_ports {clk}]

set non_clock_inputs [all_inputs -no_clocks]
set_input_delay [expr $clk_period * $clk_io_pct] -clock clk0 $non_clock_inputs
set_output_delay [expr $clk_period * $clk_io_pct] -clock clk0 [all_outputs]
==> changes_impl.md <==
### Metrics

- Placed Instances: 914
- Seq pwr share: 46.1%
- Most numerous cell in the Yosys netlist: dfrtp_1
- Crit path capture type: output pin
- Post-synth top flop: dfrtp_1
- Largest net degree at the start of global routing: 94
- All-Layer GR Usage: 19.3%
- Worst Tran Pin Value: 0.774 ns
- Cell family with most CP delay: flip-flops
- Setup repair bufs after CTS: 0
- Die area: 0.0187 mm2
- Synthesis area per yosys: 0.00725 mm2
- Final period util: 63.6%
- # setup viols final: 0
- Hold Fails Final Rpt: 0
- Reg area: 0.00518 mm2
- Gate Area: 0.00193 mm2
- Initial Util: 41.5%
- DR vias/cell: 4.70
- Ys Warns: 1
- P_int: 4.63 mW
- Max IR drop VDD: 399 uV
- RSZ-0062 raised after global routing: false
- Number of cell rows: 48
- Slew Limit Headroom: 48.4%
- Worst path required time: 2.88 ns
- Max incr delay on CP: 0.56 ns
- DRC: 0
- Post-Synthesis Cells: 447
- Final setup TNS: 0 ns
- TritonCTS clock tree: built
- Clock share of power: 35.6%
- Comb pwr share: 18.3%
- Setup crit start kind: flip-flop
- First-pass GRT wire length: 26000 um
- 1st-iter DRT viols: 187
- Initial antenna violation count: 0
- Post-route ant nets: 0
- DRT Wirelength: 16600 um
- Avg Synthesized Cell Area: 16.2 um2
- Hold slack: 0.207 ns
- Area leader share: 71.1%
- Cts repair resizes: 0
- IO Port Bufs: 261
- Post-route minimum period: 2.29 ns
- Critical path type: reg2out
- Crit-path slowest cell: dfrtp_1
- Yosys cell count: 447
- Vias in the first global route: 4723
- Non-filler instance count after layout: 951
- Sequential fraction of the synthesis area: 71.4%
- Grt total ovfl: 0
- Worst Setup SP: ce_r
- Cts hold-fix bufs: 0
- R2r startpoint: count[5]
- Yosys reg bits: 207
- Diode count: 0
- Number of enable flip-flop cells: 0
- NetSw: 1.39 mW
- # H-tree levels: 1
- Crit path max fanout: 14
- Clock skew: 0.00481 ns
- Io pins: 262
- Die W: 137 um
- Sw Ratio: 23.2%
- Unique cell types: 33
- Final Core Density: 61.7%
- Number of max-cap violations: 0
- Synth area leader: dfrtp_1
- Clock slew at reported path FFs: 0.06 ns
- WL/cell: 17.5 um
- Core box area: 0.0175 mm2
- Clock tree root buffer cell: clkbuf_16
- Achievable frequency: 0.437 GHz
- Syn-to-layout area delta: 48.6%
- GP Congestion: 0.831
- FILL cells: 1281
- Cell breakdown of the critical path: clkdlybuf4s50_1
- Clock Sinks: 207
- Pins Over Slew Limit: 0
- Status: finished clean
- Most frequent cells after synthesis: 206 x dfrtp_1, 64 x mux2_2, 33 x mux2i_1, 32 x and3_1, 29 x o2bb2ai_1
- Die Span Y: 137 um
- Mapped cell area: 0.00725 mm2
- Async SR Flop Fraction: 100%
- CTS Buf Count: 21
- Clk ins delay skew pair: 0.49 ns
- Post-detail-place hpwl: 11300 um
- Power density cells: 559 mW/mm2
- OpenROAD warnings: 26
- Fraction of layout cells with a size suffix above 1: 15.8%
- Vias: 4474
- Worst Path Arrival: 1.57 ns
- CP bufs+invs: 1
- Pre-Repair DR Iteration Count: 4
- Leakage: 4.68 nW
- Worst hold path class: in2async
- Leading post-synthesis cells by cell area: dfrtp_1 71%, mux2_2 9.9%, mux2i_1 4.6%
- Maximum root-to-sink buffer count: 3
[placed cells by master, fill, tap and decap left out, types with 2 or more instances in the layout]
cell             instances
bufinv_16                2
dfrtp_1                206
nand3_1                  3
and2_1                   9
clkbuf_16               21
nand2_1                  5
a21o_1                   2
ha_1                     2
nor2b_1                  2
or3_2                    2
nor2_1                   2
nand4_1                  3
mux2_2                  64
buf_12                   2
and3_1                  32
mux2i_1                 32
or4_4                    2
inv_1                    2
o2bb2ai_1               29
clkdlybuf4s50_1        260
o2bb2ai_2                3
buf_4                    5
clkbuf_1                 8
xor2_1                   2
xnor2_1                  6
clkbuf_8                 5
nor3_1                   3
[layer usage]
metal  share of wire [%]  GRT usage [%]  vias to the layer above
met5                   0              0                        -
met4                 2.0           3.58                        0
met3                 7.4           5.44                       22
met2                  50           31.0                      135
met1                  40           27.6                     2216
li1                    -              -                     2101
[path summary, 6_finish.rpt]
path                       depth (start not counted)  slack (ns)         end
max                                                1        1.31        ce_r
min                                                1        0.21    dout[27]
max reg2reg                                        5        1.36    data[23]
min reg2reg                                        0        0.35  din_reg[9]
max in group asynchronous                          2        2.37   dina_i[5]
min in group clk0                                  0        0.35  din_reg[9]
[power groups by stage]
stage	combinational, mW	sequential, mW	clock (mW)
CTS	1.13	2.78	2.21
global route	1.20	2.81	2.30
finish	1.10	2.77	2.15
[per-stage QoR]
stage | area (um2) | worst slack (ns) | total power [mW]
floorplan | 7250 | 1.66 | 3.19
finish | 10800 | 1.31 | 6.02
global placement | 10100 | 1.43 | 3.91
detailed placement | 10100 | 1.39 | 3.92
global route | 10800 | 1.20 | 6.31
CTS | 10800 | 1.27 | 6.11
[worst register-to-register path, cell delays in order, from the launching register on]
cell	delay, ns
dfrtp_1	0.45
or4_4	0.57
or4_4	0.44
a21oi_4	0.15
buf_4	0.36
o2bb2ai_1	0.15
[layout make-up]
type                       instances  area share (%)
timing repair buffer             268            25.0
tap                              225            2.61
multi-input combinational        212            17.9
clock buffer                      33            5.66
inverter                           2          0.0696
clock inverter                     4           0.685
sequential                       207            48.1
[cell families after synthesis]
| group | count (synthesis) | share of synthesized area (%) |
|---|---|---|
| DFF | 207 | 71.4 |
| and+or+nand+nor | 67 | 5.83 |
| buffers and inverters | 28 | 2.09 |
| muxes | 97 | 14.5 |
| adders and majority gates | 2 | 0.345 |
| AOI/OAI and AO/OA | 38 | 4.86 |
| xor gates and xnor gates | 8 | 0.966 |
Power and IR drop assume default switching activity.
