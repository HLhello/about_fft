==> design/flow/design.v <==
`timescale 1ns / 1ps 
module fft_ram_ad(
clk,
rst,
ce,
ram_rd_addr,
ram_wr_addr
    );
input clk,rst;
input ce;
output reg [6:0] ram_rd_addr;
output reg [6:0] ram_wr_addr;
reg[1:0]i;
reg[1:0]j;
reg [10:0] count;
reg[6:0]ram_wr_ad_temp;
wire[6:0]ram_wr_ad_temp_rev;
wire w_ad_4_1,w_ad_8_3,w_ad_16_7,w_ad_32_15,w_ad_64_31,w_ad_128_63;
wire r_ad_4_1,r_ad_8_3,r_ad_16_7,r_ad_32_15,r_ad_64_31,r_ad_128_63;
assign w_ad_4_1   = (ram_wr_addr[1:0]=={1'b0,1'b1}); 
assign w_ad_8_3   = (ram_wr_addr[2:0]=={1'b0,1'b1,1'b1});
assign w_ad_16_7  = (ram_wr_addr[3:0]=={1'b0,1'b1,1'b1,1'b1});
assign w_ad_32_15 = (ram_wr_addr[4:0]=={1'b0,1'b1,1'b1,1'b1,1'b1});
assign w_ad_64_31 = (ram_wr_addr[5:0]=={1'b0,1'b1,1'b1,1'b1,1'b1,1'b1});
assign w_ad_128_63 = (ram_wr_addr[6:0]=={1'b0,1'b1,1'b1,1'b1,1'b1,1'b1,1'b1});
assign r_ad_4_1   = (ram_rd_addr[1:0]=={1'b0,1'b1}); 
assign r_ad_8_3   = (ram_rd_addr[2:0]=={1'b0,1'b1,1'b1});
assign r_ad_16_7  = (ram_rd_addr[3:0]=={1'b0,1'b1,1'b1,1'b1});
assign r_ad_32_15 = (ram_rd_addr[4:0]=={1'b0,1'b1,1'b1,1'b1,1'b1});
assign r_ad_64_31 = (ram_rd_addr[5:0]=={1'b0,1'b1,1'b1,1'b1,1'b1,1'b1});
assign r_ad_128_63 = (ram_rd_addr[6:0]=={1'b0,1'b1,1'b1,1'b1,1'b1,1'b1,1'b1});
always@(posedge clk or negedge rst)
    if(!rst)
        count<=11'd0;
    else if(ce)
        count<=count+1'b1;
    else 
		count<=11'd0;
assign ram_wr_ad_temp_rev={ram_wr_ad_temp[0],ram_wr_ad_temp[1],ram_wr_ad_temp[2],ram_wr_ad_temp[3],ram_wr_ad_temp[4],ram_wr_ad_temp[5],ram_wr_ad_temp[6]};
always@(posedge clk or negedge rst)
  if(!rst)
    ram_wr_ad_temp <= 7'd0;
  else if( count >= 11'd1 && count < 11'd129 )
    ram_wr_ad_temp <= ram_wr_ad_temp + 1'b1;    
  else 
	ram_wr_ad_temp <= 7'd0; 		
always@(posedge clk or negedge rst)
  if(!rst)begin
    j<=2'd1;
    ram_wr_addr<=7'd0;
  end
  else if(count<=11'd1 )begin 
    j<=2'd1;
    ram_wr_addr<=7'd0;
  end
  else if( count<=11'd143 )
	ram_wr_addr<=ram_wr_ad_temp_rev;
  else if( count<=11'd271 )
    ram_wr_addr<=ram_wr_addr+7'd1;
  else if( count<=11'd399)
     case(j)
      2'd1: begin ram_wr_addr<=ram_wr_addr+7'd2;
            if( w_ad_4_1 )j<=j+2'd2;
            else j<=j+2'd1;end
      2'd2: begin ram_wr_addr<=ram_wr_addr-7'd1;j<=j-2'd1;end      
      2'd3: begin ram_wr_addr<=ram_wr_addr+7'd1;j<=2'd1;end
	  default: begin j<=2'd1;ram_wr_addr<=7'd0;end
     endcase    
  else if( count<=11'd527 )
     case(j)
      2'd1: begin ram_wr_addr<=ram_wr_addr+7'd4;
            if( w_ad_8_3 )j<=j+2'd2;
            else j<=j+2'd1;end
      2'd2: begin ram_wr_addr<=ram_wr_addr-7'd3;j<=j-2'd1;end      
      2'd3: begin ram_wr_addr<=ram_wr_addr+7'd1;j<=2'd1;end
	  default: begin j<=2'd1;ram_wr_addr<=7'd0;end
     endcase    
  else if( count<=11'd655 )
     case(j)
      2'd1: begin ram_wr_addr<=ram_wr_addr+7'd8;
            if( w_ad_16_7 )j<=j+2'd2;
            else j<=j+2'd1;end
      2'd2: begin ram_wr_addr<=ram_wr_addr-7'd7;j<=j-2'd1;end      
      2'd3: begin ram_wr_addr<=ram_wr_addr+7'd1;j<=2'd1;end
	  default: begin j<=2'd1;ram_wr_addr<=7'd0;end
     endcase    
  else if( count<=11'd783)
     case(j)
      2'd1: begin ram_wr_addr<=ram_wr_addr+7'd16;
            if( w_ad_32_15 )j<=j+2'd2;
            else j<=j+2'd1;end
      2'd2: begin ram_wr_addr<=ram_wr_addr-7'd15;j<=j-2'd1;end      
      2'd3: begin ram_wr_addr<=ram_wr_addr+7'd1;j<=2'd1;end
	  default: begin j<=2'd1;ram_wr_addr<=7'd0;end
     endcase 
  else if( count<=11'd911)
     case(j)
      2'd1: begin ram_wr_addr<=ram_wr_addr+7'd32;
            if( w_ad_64_31 )j<=j+2'd2;
            else j<=j+2'd1;end
      2'd2: begin ram_wr_addr<=ram_wr_addr-7'd31;j<=j-2'd1;end      
      2'd3: begin ram_wr_addr<=ram_wr_addr+7'd1;j<=2'd1;end
	  default: begin j<=2'd1;ram_wr_addr<=7'd0;end
     endcase 
  else if( count<=11'd1039)
     case(j)
      2'd1: begin ram_wr_addr<=ram_wr_addr+7'd64;
            if( w_ad_128_63 )j<=j+2'd2;
            else j<=j+2'd1;end
      2'd2: begin ram_wr_addr<=ram_wr_addr-7'd63;j<=j-2'd1;end      
      2'd3: begin ram_wr_addr<=ram_wr_addr+7'd1;j<=2'd1;end
	  default: begin j<=2'd1;ram_wr_addr<=7'd0;end
     endcase 
always@(posedge clk or negedge rst)
  if(!rst)begin
    i<=2'd1;
    ram_rd_addr<=7'd0;
  end 
  else if(count<=11'd127)begin  
    i<=2'd1;
    ram_rd_addr<=7'd0;
  end
  else if( count<=11'd255 )
       ram_rd_addr<=ram_rd_addr+7'd1;
  else if( count<=11'd383 )
    case(i)
      2'd1: begin ram_rd_addr<=ram_rd_addr+7'd2;
            if( r_ad_4_1 )i<=i+2'd2;
            else i<=i+2'd1;end
      2'd2: begin ram_rd_addr<=ram_rd_addr-7'd1;i<=i-2'd1;end      
      2'd3: begin ram_rd_addr<=ram_rd_addr+7'd1;i<=2'd1;end
	  default: begin i<=2'd1;ram_rd_addr<=7'd0;end
     endcase      
  else if( count<=11'd511 )
    case(i)
      2'd1: begin ram_rd_addr<=ram_rd_addr+7'd4;
            if( r_ad_8_3 )i<=i+2'd2;
            else i<=i+2'd1;end
      2'd2: begin ram_rd_addr<=ram_rd_addr-7'd3;i<=i-2'd1;end      
      2'd3: begin ram_rd_addr<=ram_rd_addr+7'd1;i<=2'd1;end
	  default: begin i<=2'd1;ram_rd_addr<=7'd0;end
     endcase      
  else if( count<=11'd639)
    case(i)
      2'd1: begin ram_rd_addr<=ram_rd_addr+7'd8;
            if( r_ad_16_7 )i<=i+2'd2;
            else i<=i+2'd1;end
      2'd2: begin ram_rd_addr<=ram_rd_addr-7'd7;i<=i-2'd1;end      
      2'd3: begin ram_rd_addr<=ram_rd_addr+7'd1;i<=2'd1;end
	  default: begin i<=2'd1;ram_rd_addr<=7'd0;end
     endcase      
  else if( count<=11'd767)
    case(i)
      2'd1: begin ram_rd_addr<=ram_rd_addr+7'd16;
            if( r_ad_32_15 )i<=i+2'd2;
            else i<=i+2'd1;end
      2'd2: begin ram_rd_addr<=ram_rd_addr-7'd15;i<=i-2'd1;end      
      2'd3: begin ram_rd_addr<=ram_rd_addr+7'd1;i<=2'd1;end
	  default: begin i<=2'd1;ram_rd_addr<=7'd0;end
     endcase 
  else if( count<=11'd895)
    case(i)
      2'd1: begin ram_rd_addr<=ram_rd_addr+7'd32;
            if( r_ad_64_31 )i<=i+2'd2;
            else i<=i+2'd1;end
      2'd2: begin ram_rd_addr<=ram_rd_addr-7'd31;i<=i-2'd1;end      
      2'd3: begin ram_rd_addr<=ram_rd_addr+7'd1;i<=2'd1;end
	  default: begin i<=2'd1;ram_rd_addr<=7'd0;end
     endcase 
  else if( count<=11'd1023)
    case(i)
      2'd1: begin ram_rd_addr<=ram_rd_addr+7'd64;
            if( r_ad_128_63 )i<=i+2'd2;
            else i<=i+2'd1;end
      2'd2: begin ram_rd_addr<=ram_rd_addr-7'd63;i<=i-2'd1;end      
      2'd3: begin ram_rd_addr<=ram_rd_addr+7'd1;i<=2'd1;end
	  default: begin i<=2'd1;ram_rd_addr<=7'd0;end
     endcase 	 
  else if( count<=11'd1151 )
       ram_rd_addr<=ram_rd_addr+7'd1;
endmodule
==> design/flow/run.sh <==
#!/bin/bash
# OpenROAD 26Q1-2900-gdf79404cd8, Yosys 0.63+post, stock flow scripts
make -C /OpenROAD-flow-scripts/flow DESIGN_CONFIG=/design/flow/config.mk WORK_HOME=/design/flow/orfs finish
==> design/flow/config.mk <==
export PLATFORM = sky130hd
export DESIGN_NAME = fft_ram_ad
export DESIGN_NICKNAME = fft_ram_ad
export VERILOG_FILES = /design/flow/design.v
export SDC_FILE = /design/flow/constraint.sdc
export NUM_CORES = 4
export LEC_CHECK = 1
export CORE_UTILIZATION = 30
==> design/flow/constraint.sdc <==
current_design fft_ram_ad

set clk_period 3.8
set clk_io_pct 0.2

create_clock -name clk0 -period $clk_period [get_ports {clk}]

set non_clock_inputs [all_inputs -no_clocks]
set_input_delay [expr $clk_period * $clk_io_pct] -clock clk0 $non_clock_inputs
set_output_delay [expr $clk_period * $clk_io_pct] -clock clk0 [all_outputs]
==> impl_metrics.tcl <==
# implementation run metrics
set metrics [dict create \
    met1_usage_pct 27.99 \
    ant_nets 0 \
    placed_cells 866 \
    ios 17 \
    total_power_mw 1.176 \
    ys_area_sq_um 5077 \
    clock_path_buffers 2 \
    peakVddDrop_v 0.0001761 \
    setup-tns-final_ns 0 \
    dr.pass1.iters 6 \
    syn-instance-count 668 \
    ys_ff 36 \
    area_delta_synth_final_pct 8.280 \
    cts_root_buf "clkbuf_16" \
    topCellsByArea "dfrtp_1, ha_1, xnor2_1" \
    viasPerCell 5.832 \
    drt_iter0_markers 565 \
    largest_area_cell "dfrtp_1" \
    via_count 5097 \
    worst_slew_pin_slew_ns 0.8644 \
    finalSetupViolations 0 \
    finalClockPeriodUsage_pct 74.76 \
    grt_setup_unrepaired "no" \
    lay_top_count "nand2_1" \
    syn-cell-area_sq_um 5077 \
    htree_levels 2 \
    worst_slack_ns 0.9591 \
    use_met2_pct 26.19 \
    hold_buffers 0 \
    post-route-min-period_ns 2.841 \
    yosys_warnings 1 \
    final_cells 874 \
    cp-end-kind "flop" \
    cts_resized 0 \
    grt_pass1_vias 4732 \
    synthArstFlopShare_pct 100.0 \
    cts_setup_buffers 0 \
    fmaxAchievable_mhz 352.0 \
    crit_path_start_kind "flop" \
    critPathRequiredTime_ns 3.96 \
    cts_tree "yes" \
    chip_area_sq_um 17450 \
    antenna_found_initial 0 \
    power.density_nw_per_um2 213.8 \
    drt-total-wl_um 15100 \
    ys_types 81 \
    layout_top_cells "nand2_1, o21ai_0, xnor2_1" \
    avgSynthCellArea_sq_um 7.601 \
    numCtsBuffers 5 \
    drv_slew 0 \
    grt_pass1_wl_um 25190 \
    antenna_cells 0 \
    synth-simple-area-share_pct 22.50 \
    ff_type "dfrtp_1" \
    track_usage_pct 17.81 \
    remaining_drc_errors 0 \
    status "finished clean" \
    synth_seq_share_pct 17.79 \
    top_usage_layer "met1" \
    max_slew_margin_pct 41.88 \
    min_path_type "flop to flop" \
    edf_count 0 \
    rows 47 \
    gr-usage-met3_pct 2.081 \
    pre_cts_slack_ns 0.9837 \
    port_buffers 16 \
    floorplan.core_util_pct 30.73 \
    clk_pin_slew_ns 0.06 \
    wl_per_cell_um 17.28 \
    cp_max_fo 13 \
    synth.top_cell.area_share_pct 16.76 \
    die-height_um 132.1 \
    yosys.area_share.adder_pct 10.84 \
    leakagePower_nw 2.116 \
    hpwl_um 10490 \
    critPathArrivalTime_ns 3.00 \
    mux_share_pct 1.429 \
    grt_overflow 0 \
    clk_latency_ns 0.28 \
    dieWidth_um 132.1 \
    path_class "flop to flop" \
    finClkSkew_ns 0.006905 \
    warning_count 51 \
    cts.sinks 36 \
    core_sq_um 16520 \
    layout-drive-gt1-share_pct 6.269 \
    ys_sh_aoi_pct 32.65 \
    hold_violations 0 \
    gp_congestion 0.9338 \
    max_cap_violations 0 \
    synthTopLogicFamily "AND-OR/OR-AND gates" \
    grt_max_degree 37 \
    yosys_cells 668 \
    ys_sh_xor_pct 8.625 \
]
## sequential cells by signal, summed over array words and instances, names as in the netlist
register,cells
count,11
i,2
j,2
ram_rd_addr,7
ram_wr_ad_temp,7
ram_wr_addr,7
## through the flow
step | cell area [sq um] | hold slack [ns] | util (%)
4_1_cts | 5498 | 0.5195 | 33.27
3_3_place_gp | 5360 | 0.5032 | 32.44
6_report | 5498 | 0.5173 | 33.27
5_1_grt | 5498 | 0.5625 | 33.27
2_1_floorplan | 5077 | 0.4554 | -
3_5_place_dp | 5360 | 0.5061 | 32.44
## power breakdown
| part | internal, mW | switching, mW |
|---|---|---|
| Clock | 0.243 | 0.159 |
| Combinational | 0.131 | 0.164 |
| Sequential | 0.410 | 0.0696 |
## kinds of logic (layout without fill, tap and decap cells)
family	Yosys count	count (layout)
and+or+nand+nor	224	224
DFF	36	36
adders and majority gates	44	44
muxes	7	7
buffers and inverters	74	60
xor gates and xnor gates	50	50
AOI/OAI and AO/OA	233	233
## Yosys cell counts (4+ instances only)
cell      instances
a211oi_1          5
a21boi_0          8
a21o_1            6
a21oi_1          40
a221o_1           5
a221oi_1          7
a22o_1            4
a22oi_1           8
a31oi_1          17
and2_1           13
and3_1           10
buf_2            13
clkbuf_1         27
clkinv_1          4
dfrtp_1          34
ha_1             44
inv_1            22
mux2i_1           5
nand2_1          51
nand2b_1         10
nand3_1          31
nand4_1           5
nor2_1           43
nor2b_1          10
nor3_1           26
nor4_1            5
o211ai_1          5
o21a_1            6
o21ai_0          50
o221ai_1          7
o22ai_1           9
o311ai_0          4
o31ai_1           8
or3_1             8
xnor2_1          45
xor2_1            5
## final timing paths
kind | startpoint | end | slack (ns) | cells past startpoint
min in group asynchronous | rst | ram_wr_addr[0]$_DFFE_PN0P_ | 0.54 | 2
min reg2reg | ram_wr_ad_temp[0]$_DFF_PN0_ | ram_wr_ad_temp[0]$_DFF_PN0_ | 0.52 | 1
max | ram_rd_addr[3]$_DFFE_PN0P_ | ram_rd_addr[6]$_DFFE_PN0P_ | 0.96 | 9
max in group asynchronous | rst | j[0]$_DFFE_PN1P_ | 2.90 | 2
min | ram_wr_ad_temp[0]$_DFF_PN0_ | ram_wr_ad_temp[0]$_DFF_PN0_ | 0.52 | 1
max reg2reg | ram_rd_addr[3]$_DFFE_PN0P_ | ram_rd_addr[6]$_DFFE_PN0P_ | 0.96 | 9
## final cells by class
| class | count | area [sq um] |
|---|---|---|
| clock inverter | 1 | 5.005 |
| tap | 220 | 275.3 |
| clock buffer | 7 | 132.6 |
| inverter | 28 | 105.1 |
| fill | 1729 | 11030 |
| multi-input combinational | 558 | 3861 |
| timing repair buffer | 24 | 215.2 |
| sequential | 36 | 903.4 |
## layer usage
metal  wire (um)  up-vias
met5           0        -
met4         274        0
met3        1014       30
met2        6558      203
met1        7256     2388
li1            -     2476
## critical path: stages (launching register included)
cell and delay (ns):
dfrtp_1 0.63, clkinv_1 0.40, ha_1 0.32, a21oi_1 0.22, o21ai_0 0.13, xnor2_1 0.17
mux2i_1 0.09, a221o_1 0.31, a2111oi_0 0.37, nor3_1 0.08
No activity file was given, so power comes from the tool's default toggle rates.
